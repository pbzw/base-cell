==> flow/design.v <==
module up_counter #(parameter WIDTH = 32)(
input clk,
input rst,
input en,
input clr,
output reg[WIDTH-1:0] count
);
parameter zero={(WIDTH){1'b0}};
always@(posedge clk)
begin
	if(rst)
	count<=zero;
	else if(en)
	count<=count+{{WIDTH-1{1'b0}},1'b1};
end
endmodule
module line_buffer#(parameter WIDTH = 32,parameter DEPTH = 64)(
input clk,
input rst,
input en,
input [WIDTH-1:0]data_in,
output [WIDTH-1:0]data_out
);
reg [WIDTH-1:0]mem[0:DEPTH];
wire [WIDTH-1:0]write_counter_count,read_counter_count;
assign data_out=mem[(read_counter_count+1'b1)];
up_counter #(.WIDTH ($clog2(DEPTH))) write_counter(
.clk(clk),
.rst(rst),
.clr(1'b0),
.en(en),
.count(write_counter_count)
);
up_counter #(.WIDTH ($clog2(DEPTH))) read_counter(
.clk(clk),
.rst(rst),
.clr(1'b0),
.en(en),
.count(read_counter_count)
);
always @(posedge clk)
begin
mem[write_counter_count]<=data_in;
end
endmodule
==> flow/run.sh <==
#!/bin/bash
# OpenROAD 26Q1-2900-gdf79404cd8, Yosys 0.63+post, stock flow scripts
make -C /OpenROAD-flow-scripts/flow DESIGN_CONFIG=/design/flow/config.mk WORK_HOME=/design/flow/orfs finish
==> flow/config.mk <==
export PLATFORM = sky130hd
export DESIGN_NAME = line_buffer
export DESIGN_NICKNAME = line_buffer
export VERILOG_FILES = /design/flow/design.v
export SDC_FILE = /design/flow/constraint.sdc
export NUM_CORES = 4
export LEC_CHECK = 1
export CORE_UTILIZATION = 50
==> flow/constraint.sdc <==
current_design line_buffer

set clk_period 62.8
set clk_io_pct 0.2

create_clock -name clk0 -period $clk_period [get_ports {clk}]

set non_clock_inputs [all_inputs -no_clocks]
set_input_delay [expr $clk_period * $clk_io_pct] -clock clk0 $non_clock_inputs
set_output_delay [expr $clk_period * $clk_io_pct] -clock clk0 [all_outputs]
==> results_dict.tcl <==
# metrics dict for downstream scripts
set metrics [dict create \
    outcome "finished clean" \
    leakage_nw 27.3 \
    setup_ws_ns 43.28 \
    gp_congestion 0.830 \
    routed_wl_um 201000 \
    flop_cell "edfxtp_1" \
    grt_most_used_layer "met2" \
    drt-vias-per-instance 6.24 \
    power.density_nw_per_um2 32.8 \
    clock_path_buffers 3 \
    syn_inst 3514 \
    cts_tree "yes" \
    layout_top_cells "edfxtp_1, mux4_2, nand2_1" \
    std_cell_rows 145 \
    hold_path.class "register to register" \
    grt_max_degree 104 \
    wl_per_cell_um 33.8 \
    antenna_found_initial 0 \
    arrival_ns 6.96 \
    lay_top_count "edfxtp_1" \
    drc 0 \
    antenna_left 0 \
    timing.final.crit_share_pct 31.1 \
    maxCapViolCount 0 \
    final_cells 5963 \
    floorplan.core_util_pct 50.4 \
    dp_slack_ns 43.95 \
    fin_tns_setup_ns 0 \
    post-dp-hpwl_um 105000 \
    hold_buffers 0 \
    insertion_delay_ns 0.83 \
    netlist-cell-type-count 37 \
    finalClockSkew_ns 0.0232 \
    dieArea_um2 159000 \
    timing.fmax_ghz 0.0512 \
    grt_pass1_vias 42000 \
    post_cts_resized 0 \
    crit_path_start_kind "register" \
    relSlewSlack_pct 28.2 \
    yosysTopAreaCell "edfxtp_1" \
    critical_path.max_fanout 103 \
    place_inst 5592 \
    setup_viol 0 \
    ys_chip_area_um2 78800 \
    avgSynthCellArea_um2 22.4 \
    ys_seq_share_pct 78.4 \
    post_cts_buffers 0 \
    drv_slew 0 \
    core-area_um2 156000 \
    rsz0062_at_grt "no" \
    whs_ns 0.581 \
    yosysCellCount 3514 \
    post-route-util_pct 57.0 \
    synthDominantCellAreaShare_pct 78.1 \
    clock-root-buffer "clkbuf_16" \
    drt_iter0_markers 2183 \
    crit_type "register to output port" \
    warning_count 30 \
    first_pass_iters 5 \
    cts_max_level 4 \
    fp.dieW_um 399 \
    diodes 0 \
    tightest_slew_ns 1.08 \
    topCellsByArea "edfxtp_1, mux4_2, nand2_1" \
    hold_viol_final 0 \
    syn_area_um2 78800 \
    critPathCaptureType "output port" \
    grt_util_met3_pct 27.7 \
    grtUsageMet1_pct 35.4 \
    grt_pass1_wl_um 289000 \
    port-buffer-count 66 \
    synth-edff-count 2048 \
    clkSinkCount 2060 \
    worstPathRequired_ns 50.24 \
    clk_pin_slew_ns 0.06 \
    fin_crit_ns 19.52 \
    syn2layout_area_growth_pct 13.2 \
    ys_warn_count 4 \
    drive_gt1_share_pct 28.2 \
    vias 37200 \
    ir_worst_vdd_v 0.0000248 \
    ys.flops 2060 \
    cts_made_buffers 202 \
    die_h_um 399 \
    ys_async_sr_fraction_pct 0 \
    ios 67 \
    gr-total-overflow 0 \
    grtUsageTotal_pct 29.7 \
    grtUsageMet2_pct 41.0 \
]
-- metrics by stage --
step | total power [mW] | instance area, um2
2_1_floorplan | 1.70 | 78800
4_1_cts | 2.95 | 89200
5_1_grt | 3.02 | 89200
3_3_place_gp | 1.78 | 82800
6_report | 2.93 | 89200
3_5_place_dp | 1.79 | 82800
-- registers in the layout, summed over array words and instances (netlist names) --
name	flops
mem	2048
read_counter.count	6
write_counter.count	6
-- layout make-up --
class | instances | area [um2]
Multi-Input combinational cell | 1250 | 16700
Timing Repair Buffer | 224 | 1750
Clock buffer | 237 | 5210
Clock inverter | 134 | 1200
Sequential cell | 2060 | 61700
Tap cell | 2058 | 2570
Fill cell | 11000 | 67200
-- cell families (layout without fill, tap and decap cells) --
family	count (synthesis)	after routing	share of synthesized area (%)
flip-flops	2060	2060	78.4
multiplexers	592	592	16.1
AND/OR/NAND/NOR	472	472	2.50
buffers and inverters	204	595	1.17
AND-OR/OR-AND	167	167	1.58
XOR/XNOR	17	17	0.208
adder cells (fa/ha/maj)	2	2	0.0318
-- critical path, stage by stage (launching register included) --
cell and delay, ns:
dfxtp_4 0.61, ha_4 0.67, buf_12 0.55, buf_4 0.69, buf_4 0.60, buf_4 0.70, mux4_2 0.42, mux4_2 0.48
a22oi_1 0.57, nand2_1 0.17, clkdlybuf4s50_1 0.45
-- report_power, final --
part	leakage [nW]	internal, mW	switching [mW]
Combinational	5.61	0.105	0.129
Sequential	18.5	1.52	0.00270
Clock	3.13	0.666	0.504
-- per-layer routing --
layer | up-vias | wire length, um
met2 | 2964 | 93800
met5 | - | 401
li1 | 15300 | -
met1 | 18700 | 58200
met3 | 328 | 43300
met4 | 12 | 5480
-- synth_stat cells, types with 24 or more instances --
| cell | count |
|---|---|
| a21boi_0 | 24 |
| mux2i_1 | 50 |
| buf_1 | 30 |
| mux4_2 | 542 |
| o311ai_1 | 24 |
| a31oi_1 | 25 |
| o221ai_1 | 24 |
| nand3_1 | 104 |
| a21oi_1 | 25 |
| a22o_1 | 24 |
| edfxtp_1 | 2048 |
| clkbuf_1 | 82 |
| nor2_1 | 84 |
| buf_2 | 78 |
| nand2_1 | 263 |
-- final timing paths --
kind / start / endpoint / slack (ns) / cells after the start
worst max-delay path: read_counter.count[0] / data_out[4] / 43.28 / 10
worst min-delay path: read_counter.count[1] / read_counter.count[1] / 0.58 / 2
worst max register to register: write_counter.count[0] / mem[8][24] / 59.84 / 3
worst min register to register: read_counter.count[1] / read_counter.count[1] / 0.58 / 2
No activity file was given, so power comes from the tool's default toggle rates.
