File: flow/design.v
module reg_file #(parameter WIDTH = 16,parameter DEPTH = 8)(
input clk,
input we,
input [$clog2(DEPTH)-1:0]read_reg1,read_reg2,
input [$clog2(DEPTH)-1:0]write_reg,
input [WIDTH-1:0]write_data,
output [WIDTH-1:0] read_out_1,
output [WIDTH-1:0] read_out_2
);
integer i;
parameter zero={(WIDTH){1'b0}};
reg [WIDTH-1:0]file[DEPTH-1:0];
assign read_out_1=file[read_reg1];
assign read_out_2=file[read_reg2];
always @(posedge clk)
begin
if(we)
		file[write_reg]<=write_data;
end
endmodule
File: flow/run.sh
#!/bin/bash
# OpenROAD 26Q1-2900-gdf79404cd8, Yosys 0.63+post, stock flow scripts
make -C /OpenROAD-flow-scripts/flow DESIGN_CONFIG=/design/flow/config.mk WORK_HOME=/design/flow/orfs finish
File: flow/config.mk
export PLATFORM = sky130hd
export DESIGN_NAME = reg_file
export DESIGN_NICKNAME = reg_file
export VERILOG_FILES = /design/flow/design.v
export SDC_FILE = /design/flow/constraint.sdc
export NUM_CORES = 4
export LEC_CHECK = 1
export CORE_UTILIZATION = 40
File: flow/constraint.sdc
current_design reg_file

set clk_period 2.6
set clk_io_pct 0.2

create_clock -name clk0 -period $clk_period [get_ports {clk}]

set non_clock_inputs [all_inputs -no_clocks]
set_input_delay [expr $clk_period * $clk_io_pct] -clock clk0 $non_clock_inputs
set_output_delay [expr $clk_period * $clk_io_pct] -clock clk0 [all_outputs]
==> Changelog: implementation <==
### Implementation results

- Final hold violation count: 0
- XOR-XNOR Cells, Area Fraction: 0%
- Dominant logic cell type in the layout: edfxtp_1
- First-pass detailed-route iteration total: 21
- PD cells: 683 nW/um^2
- Core box area: 14600 sq um
- Status: finished, final reports clean
- Metal3 WL: 1340 um
- Mux area share: 33.3%
- Final setup fails: 0
- Met2 routed WL: 6710 um
- H-tree depth: 4
- Max FFs per register: 128
- Global route total overflow: 0
- Final ANT Viol Nets: 0
- Largest net degree at the start of global routing: 17
- RSZ-0062 raised after global routing: true
- Fraction of layout cells with a size suffix above 1: 34.9%
- Ys cells: 255
- Global placement routability congestion: 0.775
- Top logic family: multiplexers
- Register area share after synthesis: 63.6%
- CTS tree: done
- Achievable Freq: 390 MHz
- Cycle use final: 98.7%
- Crit end category: output port
- Post-Synth AOI/OAI Area: 0%
- M1 wire length: 5260 um
- Mapped Avg Cell Area: 23.7 sq um
- Top layer in use: met4
- Tmin final: 2570 ps
- Most frequent logic cells in the routed design: edfxtp_1 (128), clkdlybuf4s50_1 (53), mux4_1 (35), mux4_2 (29), mux2_2 (28)
- Vias in the first global route: 3391
- Initial antenna violation count: 0
- # port buffers: 58
- TritonCTS Buffers: 17
- Final Max Slew Viols: 0
- Synth warn: 1
- Post-synth regs: 128
- Total track usage: 19.7%
- Crit start category: input port
- Simple-Gate Area Share: 0.973%
- Max_cap viols: 0
- Die height: 125 um
- Worst Path Required: 2080 ps
- Diode count: 0
- Worst VDD drop: 0.662 mV
- Vias: 3072
- Critical path class: input port to output port
- Root buffer cell: clkbuf_16
- Clock-pin slew on the worst setup and hold paths: 60 ps
- Post-synthesis instance total: 255
- Mapped cell area: 6040 sq um
- Adder Area Share: 0%
- First-pass GRT wire length: 19900 um
- Die width: 125 um
- Initial DRC count: 220
- Hpwl dp: 7170 um
- Final Cell Area: 7770 sq um
- Regs by FF count: file (128)
- CP Max Fanout: 9
- HP Class: input port to flip-flop
- Distinct lib cells: 12
- Reg with most FFs: file
- DR DRC count: 0
- I/O pins: 59
- Site row count: 44
- Floorplan Utilization: 41.3%
- Max transition margin: 78.4%
- Synthesis area per yosys: 6040 sq um
- CTS max path bufs: 2
- Routed wire length: 13400 um
- Arr. time, crit path: 2050 ps
- Worst slack, placed: -236 ps
- Clock sink count: 128
- Slew @ Worst Pin: 324 ps
- Final worst slack: 34.5 ps
- LEAKAGE: 0.00267 uW
- Number of warnings in the stage logs: 26
- Die ar.: 15600 sq um
- P&R area growth vs syn: 28.5%
- WL per Instance: 24.9 um
- Placed cell areas: 6960 sq um
- Drt via density: 5.70
## layout make-up
class	instances	area, sq um
clock buffers	19	433
clock inverters	13	169
fillers	1126	6880
multi-input cells	109	2020
flip-flops and latches	128	3840
well taps	184	230
repair buffers	86	1070
## final timing paths
| path | start | to | slack, ps | cells after the start |
|---|---|---|---|---|
| setup / recovery | read_reg1[0] | read_out_1[0] | 30 | 5 |
| hold / removal | write_data[3] | file[6][3] | 850 | 1 |
## metrics by stage
step	cells	hold slack [ps]	total power, uW	TNS (ps)	utilization [%]
2_1_floorplan	255	619	2640	0	-
3_3_place_gp	499	1250	2890	-6120	47.5
3_5_place_dp	499	1270	2900	-6110	47.5
4_1_cts	537	832	5340	0	53.1
5_1_grt	539	860	5490	-8.17	53.0
6_report	539	852	5300	0	53.0
## cells by family (layout without fill, tap and decap cells)
kind of cell / count (synthesis) / in the layout
buffers and inverters: 18 / 118
DFF: 128 / 128
muxes: 96 / 96
and+or+nand+nor: 13 / 13
## per-layer routing
layer / up-vias / GRT usage (%)
met1: 1565 / 28.0
met2: 154 / 30.5
li1: 1343 / -
met4: 0 / 2.01
met3: 10 / 10.7
met5: - / 0
## synthesized netlist by cell type (all sizes together)
library cell  instances  share of area [%]
clkbuf                4               0.29
edfxtp              128                 64
nand2                 2               0.12
nor3                  2               0.17
mux2                 32                6.0
mux4                 64                 27
nand2b                3               0.31
nor2                  6               0.37
buf                  14                1.9
## repair_timing
action / 4_1_cts / 5_1_grt
endpoints found under the setup margin: 32 / 23
hold buffers: 0 / 0
cloned: 6 / 2
setup buffers: 0 / 0
resized: 27 / 30
pin swaps: 0 / 0
## report_power, final
part | total [uW] | switching (uW) | leakage, uW | internal, uW
clock | 2380 | 798 | 0.000294 | 1590
sequential | 2370 | 25.3 | 0.00116 | 2350
combinational | 549 | 197 | 0.00121 | 352
## worst max-delay path, cell delays in order
cell and delay [ps]:
buf_12 130, buf_12 150, mux4_1 570, mux2_2 280
clkdlybuf4s50_1 400
Power and IR drop assume default switching activity.
