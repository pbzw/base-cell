### flow/config.mk
export PLATFORM = sky130hd
export DESIGN_NAME = FIFO
export DESIGN_NICKNAME = FIFO
export VERILOG_FILES = /design/flow/design.v
export SDC_FILE = /design/flow/constraint.sdc
export NUM_CORES = 4
export LEC_CHECK = 1
export CORE_UTILIZATION = 50
### flow/constraint.sdc
current_design FIFO

set clk_period 56.0
set clk_io_pct 0.2

create_clock -name clk0 -period $clk_period [get_ports {clk}]

set non_clock_inputs [all_inputs -no_clocks]
set_input_delay [expr $clk_period * $clk_io_pct] -clock clk0 $non_clock_inputs
set_output_delay [expr $clk_period * $clk_io_pct] -clock clk0 [all_outputs]
### flow/design.v
module FIFO#(parameter WIDTH = 32,parameter DEPTH = 64)(
input clk,
input rst,
input put,
input get,
input [WIDTH-1:0]put_data,
output full,
output empty,
output [WIDTH-1:0]get_data
);
reg [WIDTH-1:0]mem[0:DEPTH-1];
wire [$clog2(DEPTH)-1:0]write_address;
wire [$clog2(DEPTH)-1:0]read_address;
assign get_data=mem[read_address];
assign full=(write_address+{{$clog2(DEPTH)-1{1'b0}},1'b1}==read_address);
assign empty=(write_address==read_address);
 up_counter #(.WIDTH ($clog2(DEPTH)))  write_address_count(
.clk(clk),
.rst(rst),
.en(put),
.count(write_address)
);
 up_counter #(.WIDTH ($clog2(DEPTH))) read_address_count(
.clk(clk),
.rst(rst),
.en(get),
.count(read_address)
);
always @(posedge clk)
begin
	if(put)
	mem[write_address]=put_data;
end
endmodule
module up_counter #(parameter WIDTH = 32)(
input clk,
input rst,
input en,
input clr,
output reg[WIDTH-1:0] count
);
parameter zero={(WIDTH){1'b0}};
always@(posedge clk)
begin
	if(rst)
	count<=zero;
	else if(en)
	count<=count+{{WIDTH-1{1'b0}},1'b1};
end
endmodule
### flow/run.sh
#!/bin/bash
# OpenROAD 26Q1-2900-gdf79404cd8, Yosys 0.63+post, stock flow scripts
make -C /OpenROAD-flow-scripts/flow DESIGN_CONFIG=/design/flow/config.mk WORK_HOME=/design/flow/orfs finish
==> notes.md <==
The following summarizes the physical implementation.

Timing
The setup violation total in the final timing report is 0. The worst hold slack is between 500 and 600 ps. The worst slew margin relative to its limit is 0.2899. The final-layout setup total negative slack is 0 ps. Subtracting the final worst setup slack from the clock period gives 17480 ps. The transition time of the tightest slew-check pin is between 1000 and 1500 ps. Of the available clock period, the critical path in the final layout requires 0.3122. The final hold violation count is 0. After layout, the setup clock skew is reported as approximately 15 ps. In the final report, the number of pins over their slew limit comes to 0. Setup repair after global routing left no endpoint under its margin.

The timing-limited maximum frequency is approximately 57 MHz.

Clock network
The clock latency reported for the late side of the worst-skew pair is 820 ps. The number of H-tree levels is 4. In this run, post-CTS repair resized a total of 0 instances. In this run, post-CTS hold repair placed 0 buffers. The clock root buffer is sky130_fd_sc_hd__clkbuf_16. The timing report gives the clock slew at the launch and capture registers of the worst setup and hold paths as 60 ps. The total clock sinks is 2066.

The buffers inserted during post-CTS setup optimization is 0. The clock passes through at most 3 buffers. TritonCTS built the clock tree. The number of CTS-inserted buffers is about 200.

Die
The initial utilization of the core area, before any placement, comes to 0.5043. The number of cell rows is between 100 and 150. Per the OpenROAD floorplan log, the area of the core is 156600 um2. The die span in y is 399.4 um. The overall chip area is between 150000 and 200000 um2.

The number of top-level pins is 70. From left edge to right edge, the die measures approximately 400 um.

Critical path
The required time of the worst setup path is approximately 45000 ps. The data arrival at the endpoint of the critical path is about 6300 ps. For flop-to-flop paths, the worst setup slack is roughly 52000 ps.

The worst setup path category is reg2out. On the critical path, the stage with the largest delay is an instance of sky130_fd_sc_hd__dfxtp_4. The logic depth of the worst register-to-register path is 3.

The largest driver fanout on the critical path is 37. The worst setup path is captured at a primary output. Looking at the reg2reg group, the worst path starts from write_address_count.count[1]$_SDFFE_PP0P_.

The critical path startpoint category is a register. The endpoint of the worst setup timing path is get_data[17]. Looking at the reg2reg group, the worst path ends at mem[6][29]$_DFFE_PP_. Listed in order, past its start point the critical path passes buf_4 > buf_4 > buf_4 > buf_4 > mux4_2 > o221ai_1 > o22ai_1 > buf_4 > and3_1 > clkdlybuf4s50_1.

The worst stage delay on the critical path is 760 ps. The most prevalent standard cell on the critical path is sky130_fd_sc_hd__buf_4.

Final layout
The finished cells cover approximately 89000 um2. The relative area change from synthesis to final layout is 12.66%. The layout summary lists the proportion of cells stronger than drive strength 1 as 0.2719. Per the layout report, the design carries about 11000 filler cells.

Yosys
For this run, the register share of the synthesized area comes to 0.7834. The area recorded from the Yosys report for this design is roughly 79000 um2. In the synthesized netlist the async set-or-reset flop fraction comes to 0. The tally of unique sky130hd cells used after synthesis is approximately 55. The commonest register cell after synthesis is sky130_fd_sc_hd__edfxtp_1. The mean area per synthesized cell is roughly 22 um2.

Synthesis produced between 3000 and 4000 cells. The mux contribution to synthesized area is 0.1508. Counting flops and latches in the post-synthesis netlist gives roughly 2100.

The adder-cell area share of the yosys netlist is 0.0003169. The largest family of logic cells by area is multiplexers. The area fraction in xor and xnor cells is 0.001886.

The share of synthesized cell area in and, or, nand and nor gates is 0.02538. The number of flops mapped to enable cells by yosys is ~2000. In this run, the synthesized area fraction spent on AND-OR/OR-AND gates is recorded as 0.02361.

The warning count from the yosys run is 2. The synth_stat.txt file lists the number of cells as ~3500. The cell area that synthesis handed to floorplanning was ~80000 um2.

Routing
In the log, the iteration count for the first detailed-route pass is 5. Dividing the detail-routed via count by the number of cells gives 6.367. The final antenna-violating net count is 0. The total detailed-routing wirelength is ~220 mm. Once iteration 0 of detailed routing completed, the report listed approximately 2400 DRC markers.

The detail-routed net length per standard cell is approximately 36 um. After detailed routing, the number of remaining DRC violations is 0. The total via count in the routed design is ~38000.

Global route
The largest net degree at the start of global routing is between 80 and 90. The global-route wire length before repair is 307.3 mm. The via count of the first global-routing pass is approximately 43000. The global routing report lists combined usage of all routing layers as 0.3170. Global routing finished with a remaining overflow of 0. The number of antenna violations at the first check in global routing is 10.

Hold path
The startpoint of the worst hold path is read_address_count.count[5]$_SDFFE_PP0P_. The min-delay analysis places its worst path in the category reg2reg.

Power and ir drop
The maximum resistive drop on vdd is about 0.030 mV. The total power per unit cell area is 35.55 nW/um2. For this design the static power due to leakage is approximately 27 nW.

Flow run
Per the run summary, max-cap violations total 0. The number of OpenROAD warnings is 26.

Outcome
The flow ran to the end, and the final reports show no timing, DRC or antenna violations.

Placed design
The placed wire-length estimate is approximately 120 mm. Summing all placed instances gives a cell area of slightly above 80000 um2. The count of port buffers added during placement is 69. The routability congestion estimate is about 0.86.
==> final cells by class <==
cell class / instances / area, um2 / share of cell area
Inverter: 3 / 11.26 / 0.0001266
Sequential cell: 2066 / 61880 / 0.6955
Timing Repair Buffer: 244 / 1869 / 0.02101
Tap cell: 2058 / 2575 / 0.02894
Clock buffer: 254 / 5291 / 0.05948
Clock inverter: 115 / 895.9 / 0.01007
Antenna cell: 1 / 2.502 / 0.00002813
Multi-Input combinational cell: 1272 / 16440 / 0.1848
==> layer usage <==
metal | wire length (um) | up-vias | GRT usage
li1 | - | 15590 | -
met1 | 62210 | 19080 | 0.3757
met2 | 100700 | 3179 | 0.4371
met3 | 45240 | 405 | 0.2889
met4 | 7474 | 26 | 0.07886
met5 | 632 | - | 0.03450
==> sequential cells by signal (all words and copies together) (netlist names), named ones only <==
signal / count
write_address_count.count: 6
read_address_count.count: 6
mem: 2048
==> layout by cell type (no fill, tap or decap), types with 10 or more instances in the layout <==
master / synthesis / routed
sky130_fd_sc_hd__clkinv_2: 0 / 42
sky130_fd_sc_hd__and3_1: 23 / 23
sky130_fd_sc_hd__clkbuf_1: 82 / 49
sky130_fd_sc_hd__nor2b_1: 36 / 32
sky130_fd_sc_hd__o22ai_1: 72 / 72
sky130_fd_sc_hd__mux4_2: 475 / 475
sky130_fd_sc_hd__mux2i_1: 86 / 86
sky130_fd_sc_hd__a211oi_1: 18 / 18
sky130_fd_sc_hd__nand2_1: 77 / 77
sky130_fd_sc_hd__a22oi_1: 48 / 48
sky130_fd_sc_hd__o221ai_1: 52 / 52
sky130_fd_sc_hd__buf_4: 40 / 173
sky130_fd_sc_hd__a21oi_1: 17 / 17
sky130_fd_sc_hd__nand4_1: 53 / 53
sky130_fd_sc_hd__nand2b_1: 14 / 14
sky130_fd_sc_hd__nor3_1: 15 / 11
sky130_fd_sc_hd__nor2_4: 0 / 60
sky130_fd_sc_hd__edfxtp_1: 2048 / 2048
sky130_fd_sc_hd__clkinv_1: 0 / 46
sky130_fd_sc_hd__clkbuf_16: 0 / 203
sky130_fd_sc_hd__mux2_2: 31 / 31
sky130_fd_sc_hd__nand3_1: 61 / 61
sky130_fd_sc_hd__o21ai_0: 25 / 25
sky130_fd_sc_hd__xor2_1: 10 / 10
sky130_fd_sc_hd__nor2_1: 96 / 35
sky130_fd_sc_hd__clkdlybuf4s50_1: 0 / 37
sky130_fd_sc_hd__buf_2: 59 / 32
sky130_fd_sc_hd__bufinv_16: 0 / 12
sky130_fd_sc_hd__dfxtp_1: 18 / 13
==> cell usage after synthesis (2+ instances only) <==
master	number	area [um2]
sky130_fd_sc_hd__buf_6	13	146.4
sky130_fd_sc_hd__nand2_1	77	289.0
sky130_fd_sc_hd__and2_1	4	25.02
sky130_fd_sc_hd__or3_1	5	31.28
sky130_fd_sc_hd__a31oi_1	2	12.51
sky130_fd_sc_hd__o22ai_1	72	450.4
sky130_fd_sc_hd__buf_2	59	295.3
sky130_fd_sc_hd__mux4_2	475	10700
sky130_fd_sc_hd__inv_1	3	11.26
sky130_fd_sc_hd__nand4_1	53	331.6
sky130_fd_sc_hd__nand4b_1	2	17.52
sky130_fd_sc_hd__dfxtp_1	18	360.4
sky130_fd_sc_hd__xor2_1	10	87.58
sky130_fd_sc_hd__a21oi_1	17	85.08
sky130_fd_sc_hd__ha_1	2	25.02
sky130_fd_sc_hd__xnor2_1	7	61.31
sky130_fd_sc_hd__mux2_2	31	349.1
sky130_fd_sc_hd__nor3_1	15	75.07
sky130_fd_sc_hd__a211o_1	3	26.28
sky130_fd_sc_hd__a211oi_1	18	135.1
sky130_fd_sc_hd__mux2i_1	86	860.8
sky130_fd_sc_hd__edfxtp_1	2048	61500
sky130_fd_sc_hd__and3_1	23	143.9
sky130_fd_sc_hd__or2_2	7	43.79
sky130_fd_sc_hd__nor2b_1	36	225.2
sky130_fd_sc_hd__or4_1	2	15.01
sky130_fd_sc_hd__buf_4	40	300.3
sky130_fd_sc_hd__a22oi_1	48	360.4
sky130_fd_sc_hd__buf_1	5	18.77
sky130_fd_sc_hd__nor4_1	3	18.77
sky130_fd_sc_hd__buf_8	5	75.07
sky130_fd_sc_hd__a221oi_1	6	52.55
sky130_fd_sc_hd__o221ai_1	52	455.4
sky130_fd_sc_hd__nand2b_1	14	87.58
sky130_fd_sc_hd__nand3_1	61	305.3
sky130_fd_sc_hd__a32o_1	2	20.02
sky130_fd_sc_hd__nor2_1	96	360.4
sky130_fd_sc_hd__clkbuf_1	82	307.8
sky130_fd_sc_hd__a2111oi_2	3	45.04
sky130_fd_sc_hd__o21ai_0	25	125.1
==> worst min path at each step <==
stage | slack [ps] | endpoint | cells after the start
after global routing | 580 | read_address_count.count[5]$_SDFFE_PP0P_ | 2
after CTS | 550 | read_address_count.count[5]$_SDFFE_PP0P_ | 2
final | 550 | read_address_count.count[5]$_SDFFE_PP0P_ | 2
==> cells by family (layout without fill, tap and decap cells) <==
kind of cell | count (synthesis) | after routing
other cells | 0 | 1
flops | 2066 | 2066
buf+inv | 207 | 616
compound gates | 259 | 259
fa+ha+maj | 2 | 2
xor+xnor | 17 | 17
mux | 592 | 592
simple gates | 402 | 402
==> through the flow <==
stage	utilization	total power, mW	setup slack [ps]	cells
final	0.5682	3.163	38520	6013
after global routing	0.5682	3.253	37910	6012
after global placement	0.5287	1.917	39250	5643
after detailed placement	0.5287	1.920	39150	5643
after CTS	0.5682	3.183	38240	6012
after floorplan	-	1.851	41350	3545
==> report_power, final <==
part	switching, mW	internal, mW	total, mW
Clock	0.555	0.721	1.28
Sequential	0.00428	1.70	1.71
Combinational	0.0998	0.0774	0.177
==> worst max-delay path, delay by kind of cell, from the launching register on <==
kind	cells	cell delay [ps]
simple gates	1	160
buf+inv	6	3370
compound gates	2	480
flops	1	760
mux	1	600
Power is estimated from default activity; no workload was simulated.
